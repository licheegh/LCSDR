`/design/flow/design.v`:
```
module fifo_512x8 (
 din
, write_busy
, fifo_full
, dout
, read_busy
, fifo_empty
, fifo_clk
, reset_
, fifo_flush
);
input [16-1:0] din;
input write_busy;
input read_busy;
input fifo_clk;
input reset_;
input fifo_flush;
output [16-1:0] dout;
output fifo_empty;
output fifo_full;
reg  [16-1:0] dout;
reg  fifo_full;
reg  fifo_empty;
reg  [9:0] write_occupancy;
reg  [9:0] read_occupancy;
reg  [9:0] next_write_occupancy;
reg  [9:0] next_read_occupancy;
wire [8:0] next_write_ptr;
reg  [8:0] write_ptr;
wire [8:0] next_read_ptr;
reg  [8:0] read_ptr;
reg  [16-1:0] data_array[512-1:0];
wire [8:0] read_index;
wire [16-1:0] dout_next;
reg  write_busy_d;
always @(posedge fifo_clk or negedge reset_) begin
	if (!reset_) begin 
		write_ptr <= 9'b0;
	end else begin 
		write_ptr <= next_write_ptr;
	end 
end  
assign next_write_ptr =  fifo_flush ? 9'b0 : (write_ptr + (write_busy & ~fifo_full));
always @(posedge fifo_clk or negedge reset_) begin
	if (!reset_) begin 
       		read_ptr <= 9'b0;
  	end else begin  
		read_ptr <= next_read_ptr;
	end 
end  
assign next_read_ptr = fifo_flush ? 9'b0 : (read_ptr + (read_busy & ~fifo_empty));
assign read_index[9-1:0] = read_busy ? next_read_ptr : read_ptr;
always @(posedge fifo_clk)
	if (write_busy )
		data_array[write_ptr] <= din;
always @(posedge fifo_clk) begin
	dout <= dout_next; 
end
assign dout_next = {data_array[read_index[9-1:0]]};
always @(posedge fifo_clk or negedge reset_) begin
	if (!reset_) begin 
		write_occupancy <= 9'b0;
	end else begin 
		write_occupancy <= next_write_occupancy;
	end 
end
always @(posedge fifo_clk or negedge reset_) begin
	if (!reset_) begin 
		read_occupancy <= 9'b0;
	end else begin 
		read_occupancy <= next_read_occupancy;
	end 
end
always @(posedge fifo_clk or negedge reset_) begin
        if(!reset_) begin 
                write_busy_d <= 1'b0;
        end else begin  
                write_busy_d <= write_busy;
        end 
end
always @(*) begin
	if (fifo_flush) begin 
		next_read_occupancy = 9'b0; 
	end else begin 
		case ({write_busy_d,read_busy})
			2'b00: 	next_read_occupancy = read_occupancy;
			2'b01:	next_read_occupancy = read_occupancy - 1;
			2'b10:  next_read_occupancy = read_occupancy + 1;
			2'b11: 	next_read_occupancy = read_occupancy;
			default:   next_read_occupancy = read_occupancy;
		endcase	
	end 
end
always @(*) begin
	if (fifo_flush) begin 
		next_write_occupancy = 9'b0; 
	end else begin 
		case ({write_busy,read_busy})
			2'b00: 	next_write_occupancy = write_occupancy;
			2'b01:	next_write_occupancy = write_occupancy - 1;
			2'b10: 	next_write_occupancy = write_occupancy + 1;
			2'b11: 	next_write_occupancy = write_occupancy;
			default:   next_write_occupancy = write_occupancy;
		endcase
	end 
end
always @(posedge fifo_clk or negedge reset_) begin
		if (!reset_)
			fifo_full <= 0;
		else if (next_write_occupancy == 512)
			fifo_full <= 1;
		else 
			fifo_full <= 0; 
end
always @(posedge fifo_clk or negedge reset_) begin
		if (!reset_)
			fifo_empty <= 1;
		else if (next_read_occupancy == 0)
			fifo_empty <= 1;
		else
			fifo_empty <= 0;
end
// synthesis translate_off
always @(posedge fifo_clk) begin
	if (fifo_full && write_busy) begin
		$display("ERROR: %m: Fifo overflow at time %t", $time);
		$finish;
	end
end  
// synthesis translate_on
// synthesis translate_off
always @(posedge fifo_clk) begin
	if (fifo_empty && read_busy) begin
		$display("ERROR: %m: Fifo underflow at time %t", $time);
		$finish;
	end
end  
// synthesis translate_on
endmodule
```
`/design/flow/run.sh`:
```
#!/bin/bash
# OpenROAD 26Q1-2900-gdf79404cd8, Yosys 0.63+post, stock flow scripts
make -C /OpenROAD-flow-scripts/flow DESIGN_CONFIG=/design/flow/config.mk WORK_HOME=/design/flow/orfs finish
```
`/design/flow/config.mk`:
```
export PLATFORM = sky130hd
export DESIGN_NAME = fifo_512x8
export DESIGN_NICKNAME = fifo_512x8
export VERILOG_FILES = /design/flow/design.v
export SDC_FILE = /design/flow/constraint.sdc
export NUM_CORES = 4
export LEC_CHECK = 1
export CORE_UTILIZATION = 30
export SYNTH_MEMORY_MAX_BITS = 65536
```
`/design/flow/constraint.sdc`:
```
current_design fifo_512x8

set clk_period 276.1
set clk_io_pct 0.2

create_clock -name clk0 -period $clk_period [get_ports {fifo_clk}]

set non_clock_inputs [all_inputs -no_clocks]
set_input_delay [expr $clk_period * $clk_io_pct] -clock clk0 $non_clock_inputs
set_output_delay [expr $clk_period * $clk_io_pct] -clock clk0 [all_outputs]
```
==> reports/qor.yml <==
status: "complete, no violations"
logic_family: "multiplexers"
simple_gate_area_share_pct: 7.66
drc: 0
synth_area_per_cell_um2: 16.8
cts_tree: "done"
layout-drive-gt1-share_pct: 16.4
p_leak_nw: 116
cts_setup_buffers: 0
switching_share_pct: 26.0
grt_start_max_net_pins: 140
cts.path.max_buffers: 4
syn_inst: 19200
via_per_inst: 5.16
synth_flops: 8249
port_buffers: 38
hold_path_class: "reg -> reg"
netlist_area_um2: 321000
ant_nets: 0
seq_power_share_pct: 48.5
hp-start: "write_occupancy[9]"
core_area_um2: 1070000
yosysWarningCount: 2
die_area_um2: 1080000
row_count: 379
timing.hold.ws_ns: 0.538
tightest_slew_ns: 1.41
areaGrowthSynthToFinish_pct: 14.7
tns_ns: 0
p_switching_mw: 0.743
clock_sinks: 8249
cts_resized: 0
gp_congestion: 0.903
ys_sh_mux_pct: 7.77
die_w_mm: 1.04
grt_pass1_wl_mm: 1330
max-vdd-ir-drop_mv: 0.00810
finalWirelength_mm: 927
vias: 179000
combinationalPowerShare_pct: 14.0
rr_startpoint: "fifo_empty"
hold_viol_final: 0
hold_buffers: 0
period_needed_ns: 63.07
drt_iter0_drc: 12900
grt_setup_unrepaired: "no"
fin_worst_skew_ns: 0.0944
dr.pass1.iters: 6
startpoint: "read_busy"
relSlewSlack_pct: 4.89
critPathLaunchType: "input port"
yosys-top-cells-count: "edfxtp_1 (8192), nand2_1 (3696), mux4_2 (988)"
ys_cells: 19200
pwr-share-clk_pct: 37.4
largest_area_cell: "edfxtp_1"
ys_sh_aoi_pct: 5.45
fin_util_pct: 34.6
synth_cell_types: 79
maxCapViolations: 0
overflow: 0
top_cell: "edfxtp_1"
setup_viol: 0
p_int_mw: 2.11
crit_chain: "clkdlybuf4s50_1, buf_4, inv_2, nor2_1, ha_1, nor2b_2, mux2_8, buf_4, buf_4, buf_4, buf_4, buf_4, buf_4, a211oi_1, a311oi_1, a31oi_1, o22ai_1, or4_1, a311oi_2, o311ai_1, or3_1"
cts-root-buf: "clkbuf_16"
topCellsByArea: "edfxtp_1 (77%), mux4_2 (6.9%), nand2_1 (4.3%)"
seq_area_frac_synth_pct: 77.0
period_used_pct: 22.8
synth-edff-count: 8192
fp_util_pct: 30.1
cpMostUsedCell: "buf_4"
boundaryPins: 39
clock.latency.late_pin_ns: 1.19
antenna_found_initial: 55
finalMaxSlewViolations: 0
cts_made_buffers: 821
warnings: 62
arrival_ns: 64.19
yosys.area_share.adder_pct: 0.114
hpwlAfterDp_mm: 545
worstPathRequired_ns: 277.23
xor_area_share_pct: 0.0872
ys_chip_area_um2: 321000
cts.clk_slew.worst_paths_ns: 0.06
cpPeakStageDelay_ns: 1.19
grt_usage_pct: 18.1
grt_pass1_vias: 189000
top_area_share_pct: 76.5
routedWlPerCell_um: 26.7
cpMaxStageDelayCell: "o311ai_1"
die_h_mm: 1.04
fmaxAchievable_ghz: 0.0159
cellPowerDensity_nw_per_um2: 7.75
worstSetupPathType: "in -> reg"
worstPathMaxFanout: 57
h-tree-depth: 6
end_kind: "flip-flop"
synth-async-reset-ratio_pct: 0.497
ff_type: "edfxtp_1"
cell usage in the layout, fill, tap and decap left out, types with 22 or more instances in the layout:
cell type   instances
bufinv_16          48
o21ai_0           130
clkinv_2          119
diode_2            47
a21oi_1           452
a311oi_1          407
dfrtp_1            40
o22ai_1           147
and3_1            498
a22oi_1           133
nand3_1           844
clkinv_1          229
o221ai_1           25
o31ai_1            26
a32oi_1            77
nand4_1            42
clkbuf_1          197
nand2_4            24
nand2_1          3671
nor2_1            576
a221oi_1          139
mux4_2            988
ha_1               26
a211oi_1          297
edfxtp_1         8192
a22o_1             43
buf_4            1088
mux2i_1           268
a31oi_1           422
clkbuf_16         827
o211ai_1           26
buf_12             30
clkinvlp_4         22
nor3_1             22
worst max-delay path: cells and delay by family:
family	cells	cell delay (ns)
AND-OR/OR-AND	6	2.53
AND/OR/NAND/NOR	4	1.06
buffers and inverters	9	4.43
multiplexers	1	0.47
adder cells (fa/ha/maj)	1	0.27
kinds of logic after synthesis:
family,Yosys count
XOR/XNOR,32
multiplexers,1259
buffers and inverters,1330
adder cells (fa/ha/maj),28
AND-OR/OR-AND,2479
flip-flops,8249
AND/OR/NAND/NOR,5810
power by group through the flow:
stage	registers, mW	clock network (mW)	logic, mW
finish	1.39	1.07	0.400
global route	1.39	1.13	0.433
CTS	1.39	1.08	0.402
layer usage:
| layer | up-vias | global-route usage [%] | share of wire, % |
|---|---|---|---|
| li1 | 77100 | - | - |
| met1 | 88700 | 19.3 | 32 |
| met2 | 11200 | 26.4 | 45 |
| met3 | 1803 | 15.3 | 19 |
| met4 | 90 | 6.49 | 4.5 |
| met5 | - | 1.45 | 0.24 |
per-stage QoR:
step           setup slack [ns]  cells  power (mW)  cell area (um2)
5_1_grt                  212.65  34700        2.95           369000
4_1_cts                  212.42  34600        2.87           368000
6_report                 213.04  34700        2.86           369000
2_1_floorplan            217.32  19200        1.66           321000
3_5_place_dp             211.17  33100        1.81           343000
3_3_place_gp             210.59  33100        1.81           343000
state kept, by name, summed over array words and instances (netlist names):
| register | cells |
|---|---|
| data_array | 8192 |
| dout | 16 |
| read_occupancy | 10 |
| write_occupancy | 10 |
| read_ptr | 9 |
| write_ptr | 9 |
| fifo_empty | 1 |
| fifo_full | 1 |
| write_busy_d | 1 |
cell type report:
class | instances | area [um2]
repair buffers | 1160 | 9260
clock buffers | 1029 | 21500
flip-flops and latches | 8249 | 247000
multi-input cells | 9608 | 68600
fillers | 98000 | 698000
diodes | 47 | 118
clock inverters | 480 | 4100
well taps | 14100 | 17600
inverters | 6 | 22.5
worst paths after layout:
kind,endpoint,slack (ns),depth (start not counted)
worst max register to register,dout[7],267.49,18
max in group asynchronous,read_ptr[6],221.36,2
worst min register to register,write_occupancy[9],0.54,2
min in group asynchronous,write_occupancy[3],53.91,1
worst max-delay path,dout[7],213.04,21
worst min-delay path,write_occupancy[9],0.54,2
No activity file was given, so power comes from the tool's default toggle rates.
