===== flow/design.v =====
`timescale 1ns / 1ps
module adc_if(
    input [11:0] DATA_A,
    input [11:0] DATA_B,
    input OTR_A,
    input OTR_B,
    output OEB_A,
    output OEB_B,
    output PDWN_A,
    output PDWN_B,
    output DCS,
    output DFS,
    input clk,
    output reg [11:0] DATA_O_A
    );
    initial begin
        DATA_O_A <= 0;
    end
    assign PDWN_A = 0;
    assign PDWN_B = 1;
    assign OEB_A = 0;
    assign OEB_B = 1;
    assign DCS = 1;
    assign DFS = 1;
    always @ (posedge clk) begin
        DATA_O_A <= DATA_A;
    end
endmodule

===== flow/run.sh =====
#!/bin/bash
# OpenROAD 26Q1-2900-gdf79404cd8, Yosys 0.63+post, stock flow scripts
make -C /OpenROAD-flow-scripts/flow DESIGN_CONFIG=/design/flow/config.mk WORK_HOME=/design/flow/orfs finish

===== flow/config.mk =====
export PLATFORM = sky130hd
export DESIGN_NAME = adc_if
export DESIGN_NICKNAME = adc_if
export VERILOG_FILES = /design/flow/design.v
export SDC_FILE = /design/flow/constraint.sdc
export NUM_CORES = 4
export LEC_CHECK = 1
export CORE_AREA = 10 10 70 70
export DIE_AREA = 0 0 80 80

===== flow/constraint.sdc =====
current_design adc_if

set clk_period 1.0
set clk_io_pct 0.2

create_clock -name clk0 -period $clk_period [get_ports {clk}]

set non_clock_inputs [all_inputs -no_clocks]
set_input_delay [expr $clk_period * $clk_io_pct] -clock clk0 $non_clock_inputs
set_output_delay [expr $clk_period * $clk_io_pct] -clock clk0 [all_outputs]

==> metrics.txt <==
# HELP chip_impl_metric Yosys and OpenROAD flow results
# TYPE chip_impl_metric gauge
chip_impl_info{name="status",value="complete, no violations"} 1
chip_impl_metric{name="fillcell_total",unit=""} 394
chip_impl_info{name="clock-root-buffer",value="clkbuf_4"} 1
chip_impl_metric{name="num_vias",unit=""} 206
chip_impl_info{name="timing.critical_path.cells",value="clkdlybuf4s15_1"} 1
chip_impl_metric{name="grt_pass1_vias",unit=""} 209
chip_impl_metric{name="static-leakage-power",unit="uW"} 0.0002405
chip_impl_metric{name="holdWs",unit="ns"} 0.3635
chip_impl_metric{name="syn-cell-area",unit="um^2"} 292.8
chip_impl_metric{name="clockPowerShare",unit="%"} 39.1
chip_impl_metric{name="initial_utilization",unit="%"} 8.571
chip_impl_metric{name="post-route-min-period",unit="ns"} 0.9477
chip_impl_metric{name="antenna_found_initial",unit=""} 0
chip_impl_metric{name="design.core.area",unit="um^2"} 3416
chip_impl_metric{name="crit_path_max_fanout",unit=""} 1
chip_impl_metric{name="die_h",unit="um"} 80
chip_impl_metric{name="n_antenna_cell",unit=""} 0
chip_impl_metric{name="synth.yosys.warnings",unit=""} 1
chip_impl_metric{name="setup_viol",unit=""} 0
chip_impl_metric{name="timing.setup.tns",unit="ns"} 0
chip_impl_metric{name="power.density_cell_area",unit="nW/um^2"} 1690
chip_impl_metric{name="area_growth",unit="%"} 93.16
chip_impl_metric{name="number_of_levels_in_the_clock_h_tree",unit=""} 1
chip_impl_metric{name="max_cap_viol_count",unit=""} 0
chip_impl_metric{name="simple_gate_area_share",unit="%"} 0
chip_impl_metric{name="grt_max_degree",unit=""} 8
chip_impl_metric{name="grt_pass1_wl",unit="um"} 1242
chip_impl_metric{name="power.share.switching",unit="%"} 17.70
chip_impl_metric{name="area.sequential",unit="um^2"} 244.0
chip_impl_metric{name="period_used_share",unit="%"} 94.77
chip_impl_metric{name="final_max_slew_violation_tally",unit=""} 0
chip_impl_metric{name="dr.first_iter.drc_count",unit=""} 2
chip_impl_metric{name="power.combinational.fraction",unit="%"} 7.5
chip_impl_metric{name="layout-drive-gt1-share",unit="%"} 30.43
chip_impl_metric{name="number_of_flip_flops_under_the_largest_register_name",unit=""} 12
chip_impl_metric{name="achievable-frequency",unit="MHz"} 1055
chip_impl_metric{name="ant_nets",unit=""} 0
chip_impl_metric{name="cts_buffer_depth",unit=""} 2
chip_impl_metric{name="clk_pin_slew_worst_paths",unit="ns"} 0.07
chip_impl_metric{name="drc_viols",unit=""} 0
chip_impl_metric{name="place_congestion",unit=""} 0.6460
chip_impl_metric{name="synth_cell_type_count",unit=""} 3
chip_impl_metric{name="hpwl",unit="um"} 756.6
chip_impl_metric{name="netlist_instances",unit=""} 20
chip_impl_metric{name="worstPathArrival",unit="ns"} 0.75
chip_impl_metric{name="xor_xnor_share",unit="%"} 0
chip_impl_metric{name="count_of_instantiated_cells_in_the_yosys_netlist",unit=""} 20
chip_impl_metric{name="crit_required",unit="ns"} 0.80
chip_impl_metric{name="yosys.area.top_type_share",unit="%"} 82.05
chip_impl_metric{name="design.portCount",unit=""} 45
chip_impl_metric{name="multi_input_combinational_cell_area",unit="um^2"} 22.52
chip_impl_metric{name="ys_seq_share",unit="%"} 82.05
chip_impl_metric{name="post_synth_fa_ha_maj_area_fraction",unit="%"} 0
chip_impl_metric{name="avgSynthCellArea",unit="um^2"} 14.64
chip_impl_info{name="worstSetupStartpointType",value="flip-flop"} 1
chip_impl_metric{name="synthAoiAreaFrac",unit="%"} 0
chip_impl_metric{name="cp.buffers_inverters",unit=""} 1
chip_impl_metric{name="number_of_openroad_warnings",unit=""} 39
chip_impl_metric{name="mux_share",unit="%"} 0
chip_impl_metric{name="power_frac_seq",unit="%"} 53.4
chip_impl_info{name="crit_family",value="flip-flops"} 1
chip_impl_metric{name="ir_drop",unit="V"} 0.0006806
chip_impl_info{name="timing.setup.critical_path_class",value="flip-flop to primary output"} 1
chip_impl_info{name="hold_path_class",value="primary input to flip-flop"} 1
chip_impl_info{name="slowest_cell_on_crit_path",value="dfxtp_1"} 1
chip_impl_metric{name="number_of_hold_slack_violations_in_the_final_timing_report",unit=""} 0
chip_impl_metric{name="drt_pre_antenna_iters",unit=""} 2
chip_impl_info{name="reg.largest.list",value="DATA_O_A (12)"} 1
chip_impl_metric{name="wl",unit="um"} 841
chip_impl_metric{name="vias_per_cell",unit=""} 2.239
chip_impl_metric{name="routedWlPerCell",unit="um"} 9.141
chip_impl_info{name="cts_tree",value="done"} 1
chip_impl_metric{name="power_switching",unit="uW"} 169.2
chip_impl_info{name="synth.largest_area_cell",value="dfxtp_1"} 1
chip_impl_metric{name="critPathMaxStageDelay",unit="ns"} 0.31
chip_impl_metric{name="cts_inserted_buffers",unit=""} 3
chip_impl_metric{name="floorplan.die.width",unit="um"} 80
chip_impl_metric{name="yosys_area",unit="um^2"} 292.8
chip_impl_metric{name="power.internal",unit="uW"} 786.5
chip_impl_info{name="yosys-dominant-comb-family",value="buffers and inverters"} 1
chip_impl_metric{name="global_route.usage.total",unit="%"} 2.566
chip_impl_metric{name="clock-sinks",unit=""} 12
chip_impl_info{name="ys_top_cells_by_area",value="dfxtp_1 82%, buf_4 15%, conb_1 2.6%"} 1
chip_impl_info{name="setup.worst_path.end_class",value="primary output"} 1
chip_impl_info{name="largest-register",value="DATA_O_A"} 1
chip_impl_metric{name="port_buffers",unit=""} 24
chip_impl_metric{name="placement_rows",unit=""} 21
chip_impl_metric{name="synth.ff_latch_count",unit=""} 12
chip_impl_metric{name="grt.overflow.total",unit=""} 0
chip_impl_metric{name="chipArea",unit="um^2"} 6400
-- power groups by stage --
stage	clock, uW	combinational, uW	sequential [uW]
5_1_grt	431	79.6	512
4_1_cts	395	82.7	509
6_report	374	71.7	510
-- worst paths after layout --
kind / start / end / slack [ns] / depth (start not counted)
max: DATA_O_A[8] / DATA_O_A[8] / 0.05 / 1
min: DATA_A[0] / DATA_O_A[0] / 0.36 / 1
-- Yosys cell counts --
| library cell | n |
|---|---|
| dfxtp_1 | 12 |
| buf_4 | 6 |
| conb_1 | 2 |
-- cell families (layout without fill, tap and decap cells) --
kind of cell           after synthesis  after routing
other                                2              6
DFF                                 12             12
buffers and inverters                6             28
-- metrics by stage --
step	power, uW	utilization, %	cell area [um^2]	std cells	setup slack, ns
after detailed placement	614.9	16.41	560.5	88	0.02796
after CTS	987.1	17.47	596.8	92	0.01202
after global placement	614.5	16.41	560.5	88	0.03614
final	955.7	16.56	565.5	92	0.05234
after floorplan	530.2	-	307.8	24	0.5385
after global routing	1023	16.56	565.5	92	-0.00004907
-- layout by cell type, fill, tap and decap left out, drive strengths merged --
master         count
clkdlybuf4s15      5
clkdlybuf4s50     12
clkbuf            11
dfxtp             12
conb               6
-- cell type report --
type	count	share of cell area, %
multi-input combinational	6	3.982
clock buffer	4	6.416
timing repair buffer	24	36.28
sequential	12	43.14
tap	46	10.18
-- what timing repair did --
| action | 4_1_cts | 5_1_grt |
|---|---|---|
| hold endpoints to repair | 0 | 0 |
| hold buffers | 0 | 0 |
| endpoints found under the setup margin | 12 | 8 |
| setup buffers | 0 | 0 |
| gates resized | 24 | 10 |
| pin swaps | 0 | 0 |
-- metal layers --
metal / up-vias / part of all wire (%) / track usage [%]
li1: 98 / - / -
met1: 95 / 31 / 2.174
met2: 13 / 55 / 4.173
met3: 0 / 14 / 2.727
met4: 0 / 0 / 0.3521
met5: - / 0 / 0
Power and IR drop assume default switching activity.
